===== ./config.mk =====
export PLATFORM = sky130hd
export DESIGN_NAME = Neuron
export DESIGN_NICKNAME = Neuron
export VERILOG_FILES = /design/flow/design.v
export SDC_FILE = /design/flow/constraint.sdc
export NUM_CORES = 4
export LEC_CHECK = 1
export CORE_AREA = 10 10 103 103
export DIE_AREA = 0 0 113 113

===== ./run.sh =====
#!/bin/bash
# OpenROAD 26Q1-2900-gdf79404cd8, Yosys 0.63+post, stock flow scripts
make -C /OpenROAD-flow-scripts/flow DESIGN_CONFIG=/design/flow/config.mk WORK_HOME=/design/flow/orfs finish

===== ./design.v =====
interface APB_interface();           
    logic                      clk;       
    logic                      rst;       
    logic                      PENABLE;   
    logic                      PSEL;      
    logic                      PWRITE;    
    logic [12:0] PADDR;     
    logic [24-1:0]     PWDATA;    
    logic [24-1:0]     PRDATA;    
    logic                      CatRecOut; 
    modport Coverage_net(input  clk,
                          rst,
                          PENABLE,
                          PSEL,
                          PWRITE, 
                          PADDR,
                          PWDATA,
                          PRDATA,
                          CatRecOut);
    modport Stimulus_net (output clk,
                          rst,
                          PENABLE,
                          PSEL,
                          PWRITE, 
                          PADDR,
                          PWDATA,
                          PRDATA,
                          CatRecOut);
    modport Checker_net(input clk,
                          rst,
                          PENABLE,
                          PSEL,
                          PWRITE, 
                          PADDR,
                          PWDATA,
                          PRDATA,
                          CatRecOut);
    modport Cat_net(input clk,
    rst,
    PENABLE,
    PSEL,
    PWRITE, 
    PADDR,
    PWDATA,
    output PRDATA,CatRecOut);
endinterface
module Neuron (p, w, result);
   input  wire signed  [8:0]    p;  
   input  wire signed  [5-1:0] w;  
   output wire signed  [(2*(5 + 8)):0] result;
   assign result = p * w;
endmodule

===== ./constraint.sdc =====
current_design Neuron

set clk_period 12.1
set clk_io_pct 0.2

create_clock -name clk0 -period $clk_period

set non_clock_inputs [all_inputs -no_clocks]
set_input_delay [expr $clk_period * $clk_io_pct] -clock clk0 $non_clock_inputs
set_output_delay [expr $clk_period * $clk_io_pct] -clock clk0 [all_outputs]

==> out/metrics.cfg <==
[logic_synthesis]
yosys.area.top_type_share_pct=34.0
yosysWarnings=0
ys_top_cells_by_area=fa_1 (34%), ha_1 (17%), and2_1 (11%), inv_1 (9.9%), buf_4 (5.7%)
yosys_area_mm2=0.00171
synth_seq_share_pct=0
synth-cells-yosys=204
synth_area_mm2=0.00171
yosysUniqueCellTypes=26
netlist_instances=204
yosysTopAreaCell=fa_1
synth.avg_cell_area_um2=8.37

[cts]
cts_hold_buf=0
ctsResizeCount=0
post_cts_buffers=0

[die]
die_x_um=113
row_count=33
fp_util_pct=20.6
die_y_um=113
die-area_mm2=0.0128
core_mm2=0.00830
io_pins=41

[min_path]
hp-class=input port to output port

[critical_path]
path_class=input port to output port
startpoint_type=input port
end_kind=output port
crit_fanout=14
worst_ep_arrival_time_ns=7.32
required_ns=9.68

[power]
pwr-share-clk_pct=0
seq_power_share_pct=0
p_per_area_mw_per_mm2=144
power.switching_w=0.000114
p_comb_share_pct=100.0
ir_drop_mv=0.0662
p_int_w=0.000197
leakage_nw=0.989
swShare_pct=36.7

[final_layout]
drive_gt1_share_pct=1.72
final_cell_mix=inv_1 (45), clkdlybuf4s50_1 (41), and2_1 (30)
fin_cells=337
regArea_um2=0
seq_cell_count=0
fill_cells=870
lay_top_count=inv_1
syn_to_final_growth_pct=26.0
clkbuf_count=0

[global_routing]
grt_antenna_before_repair=0
grt_pass1_vias=1276
grt_usage_pct=5.45
grt_pass1_wl_mm=6.08
grt_max_degree=15
overflow=0

[placement]
gp_congestion=0.834
dp_hpwl_mm=3.30
place_inst=337
port-buffer-count=41

[job]
tool_warnings=32
drv_cap=0

[final_timing]
finalSetupTns_ns=0
final-hold-violation-count=0
drv_slew=0
setup-violations-final=0
rsz0062_at_grt=no
relSlewSlack_pct=42.6
fin_crit_sh_pct=80.5
worst_pin_slew_ns=0.855
fin_crit_ns=9.74
clock.fmax_mhz=103

[route]
routed_wl_mm=3.55
post_drt_wl_per_cell_um=10.5
viasPerCell=3.73
first_pass_iters=2
n_antenna_cell=0
drt-initial-drc-count=24
antenna_left=0
num_vias=1258
route.detailed.drc=0

[outcome]
outcome=completed

[layer usage]
layer | global-route usage [%] | wire length [um] | vias to the layer above
met3 | 0.801 | 93 | 0
met1 | 7.49 | 1690 | 579
met4 | 0 | 0 | 0
li1 | - | - | 664
met5 | 0 | 0 | -
met2 | 9.41 | 1770 | 15
[area by class of cell]
type,count,area (um2),area share (%)
Tap cell,105,131,6.10
Timing Repair Buffer,41,410,19.1
Multi-Input combinational cell,145,1440,66.8
Inverter,46,173,8.02
[synth_stat cells (all sizes together)]
cell,instances
a211oi,1
a21o,1
a21oi,7
a31o,1
a31oi,1
and2,30
buf,13
clkinv,1
fa,29
ha,23
inv,45
nand2,9
nand2b,3
nor2,12
nor2b,2
nor3,1
o211ai,1
o21a,1
o21ai,6
o21bai,2
o31a,1
or2,1
xnor2,10
xor2,3
[worst paths after layout]
| check | from | end | depth (start not counted) |
|---|---|---|---|
| hold / removal | p[0] | result[0] | 3 |
| setup / recovery | w[4] | result[25] | 15 |
[critical path: stages]
cell and delay, ns:
clkdlybuf4s50_1 0.51, clkinv_1 0.23, nor2_1 0.21, fa_1 0.44, fa_1 0.54, inv_1 0.05, fa_1 0.52, inv_1 0.04
ha_1 0.33, nor2b_1 0.16, o31a_1 0.28, o21ai_1 0.16, a31oi_1 0.12, xnor2_1 0.69, clkdlybuf4s50_1 0.62
[kinds of logic (layout without fill, tap and decap cells)]
kind of cell | count (synthesis) | after routing | synth area share, %
AND-OR/OR-AND | 22 | 22 | 8.57
XOR/XNOR | 13 | 13 | 6.67
adder cells (fa/ha/maj) | 52 | 52 | 50.8
buffers and inverters | 59 | 87 | 15.8
AND/OR/NAND/NOR | 58 | 58 | 18.1
[power by group through the flow]
stage         logic [W]  registers (W)  clock network, W
global route   0.000353              0                 0
finish         0.000311              0                 0
CTS            0.000322              0                 0
[stage by stage]
step | cell area [um2] | setup slack, ns | util [%] | power (W) | hold slack [ns]
floorplan | 1710 | 3.63 | - | 0.000190 | 4.91
global placement | 2150 | 2.40 | 25.9 | 0.000317 | 5.89
detailed placement | 2150 | 2.30 | 25.9 | 0.000321 | 5.90
CTS | 2150 | 2.28 | 25.9 | 0.000322 | 5.90
global route | 2150 | 1.83 | 25.9 | 0.000353 | 5.95
finish | 2150 | 2.36 | 25.9 | 0.000311 | 5.88
Power is estimated from default activity; no workload was simulated.
