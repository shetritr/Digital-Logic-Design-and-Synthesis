$ cat design/flow/config.mk
export PLATFORM = sky130hd
export DESIGN_NAME = Accumulator
export DESIGN_NICKNAME = Accumulator
export VERILOG_FILES = /design/flow/design.v
export SDC_FILE = /design/flow/constraint.sdc
export NUM_CORES = 4
export LEC_CHECK = 1
export CORE_UTILIZATION = 50
$ cat design/flow/design.v
interface APB_interface();           
    logic                      clk;       
    logic                      rst;       
    logic                      PENABLE;   
    logic                      PSEL;      
    logic                      PWRITE;    
    logic [12:0] PADDR;     
    logic [24-1:0]     PWDATA;    
    logic [24-1:0]     PRDATA;    
    logic                      CatRecOut; 
    modport Coverage_net(input  clk,
                          rst,
                          PENABLE,
                          PSEL,
                          PWRITE, 
                          PADDR,
                          PWDATA,
                          PRDATA,
                          CatRecOut);
    modport Stimulus_net (output clk,
                          rst,
                          PENABLE,
                          PSEL,
                          PWRITE, 
                          PADDR,
                          PWDATA,
                          PRDATA,
                          CatRecOut);
    modport Checker_net(input clk,
                          rst,
                          PENABLE,
                          PSEL,
                          PWRITE, 
                          PADDR,
                          PWDATA,
                          PRDATA,
                          CatRecOut);
    modport Cat_net(input clk,
    rst,
    PENABLE,
    PSEL,
    PWRITE, 
    PADDR,
    PWDATA,
    output PRDATA,CatRecOut);
endinterface
module Accumulator (Result1, Result2, Result3, CurrentResult, NewResult) ;
   input  wire signed  [(2*(5 + 8)):0]   Result1; 
   input  wire signed  [(2*(5 + 8)):0]   Result2;
   input  wire signed  [(2*(5 + 8)):0]   Result3;
   input  wire signed  [(14 + 24 + 5) - 1: 0]   CurrentResult;
   output wire signed  [(14 + 24 + 5) - 1: 0]   NewResult;
   assign NewResult = CurrentResult + Result1 + Result2 + Result3;
endmodule
$ cat design/flow/run.sh
#!/bin/bash
# OpenROAD 26Q1-2900-gdf79404cd8, Yosys 0.63+post, stock flow scripts
make -C /OpenROAD-flow-scripts/flow DESIGN_CONFIG=/design/flow/config.mk WORK_HOME=/design/flow/orfs finish
$ cat design/flow/constraint.sdc
current_design Accumulator

set clk_period 26.6
set clk_io_pct 0.2

create_clock -name clk0 -period $clk_period

set non_clock_inputs [all_inputs -no_clocks]
set_input_delay [expr $clk_period * $clk_io_pct] -clock clk0 $non_clock_inputs
set_output_delay [expr $clk_period * $clk_io_pct] -clock clk0 [all_outputs]
==> results.ini <==
[power]
leakagePower_nw=3.08
ir_drop_mv=0.0491
power_density_nw_per_um2=67.1

[cts]
cts_setup_buffers=0
cts_hold_buf=0
cts_resized=0

[timing]
fin_setup_tns_ns=0
fin_ws_ns=11.28
rsz0062_at_grt=false
drv_slew=0
min_period_over_period_pct=57.6
min_period_ns=15.32
max_slew_margin_pct=70.3
holdWs_ns=11.67
fmax_ghz=0.0653
setup_viol=0
worstMarginPinSlew_ns=0.446
finalHoldViolCount=0

[routing]
diodes=0
drc=0
vias_per_cell=4.97
wirelength_mm=9.57
vias=4033
drtIter0Drc=145
dr.pass1.iters=4
ant_nets=0
wl_per_cell_um=11.8

[cells_and_area]
fin_area_um2=6070
clkbuf_count=0
nFillCells=578
area_growth_pct=39.9
flop_area_um2=0
logic_area_um2=3640
drive_gt1_share_pct=2.83
flops=0

[critical_path]
cp_max_fo=4
worst_path_largest_cell_delay_ns=0.51
crit_end=NewResult[41]
crit_slowest_cell=fa_1
path_class=input pin to primary output
worstPathArrival_ns=10.00
cp-end-kind=primary output
startpoint=Result1[1]
crit_chain=clkdlybuf4s50_1 -> inv_1 -> fa_1 -> fa_1 -> inv_1 -> ha_1 -> inv_1 -> fa_1 -> nand2b_1 -> a21oi_2 -> o41a_1 -> a221o_1 -> a211oi_2 -> a22oi_1 -> a311o_1 -> a21oi_2 -> xnor2_1 -> clkdlybuf4s50_1
startpoint_type=input pin
required_ns=21.28

[die]
io_pins=167
dieWidth_um=95.1
die-area_um2=9050
rows=33
die.size.y_um=95.1
fp_util_pct=52.3
fp.coreArea_um2=8300

[synthesis]
synth_cell_types=52
syn_inst=551
ys_warn_count=0
synth_top_cell_by_area=fa_1
area_leaders=fa_1 32%, inv_1 14%, ha_1 12%
synth_seq_share_pct=0
syn_avg_cell_area_um2=7.87
synth_area_um2=4340
synth_chip_area_um2=4340
yosysCellCount=551
top_cell_area_share_pct=31.9

[place]
preCtsSetupSlack_ns=11.28
placed_cell_area_um2=6070
dp_hpwl_mm=8.92
place_congestion=0.963
portBuffers=167

[job]
warnings=34
maxCapViolations=0

[grt]
grt_first_pass_wirelength_mm=16.6
grt_overflow_total=0
grt_use_total_pct=23.0
antenna_found_initial=0
grt_max_degree=17
grt_pass1_vias=4017

[run_status]
status=completed

[min_path]
hold_depth=3
hold_class=input pin to primary output

==> final cells by class <==
type,instances,share of cell area [%]
Timing Repair Buffer,169,27.8
Multi-Input combinational cell,376,60.1
Inverter,161,9.96
Tap cell,105,2.17
==> worst min-delay path by stage <==
stage                            start           end  slack, ns
final                 CurrentResult[0]  NewResult[0]      11.67
after global routing  CurrentResult[0]  NewResult[0]      11.71
after CTS             CurrentResult[0]  NewResult[0]      11.67
==> synthesized netlist by cell type (2+ instances only) <==
cell type,number
inv_1,161
fa_1,69
ha_1,43
a21oi_1,39
nand2_1,28
xnor2_1,28
a21o_1,25
nor2_1,23
o21ai_0,15
xor2_1,14
clkbuf_1,10
nand4_1,9
a31oi_1,8
a21o_2,7
nand3_1,5
o211ai_1,5
o21a_1,5
o21bai_1,5
a221o_1,3
and2_1,3
clkbuf_8,3
nand2b_1,3
nor2b_1,3
a211oi_2,2
a21boi_0,2
a21oi_2,2
a22oi_1,2
and3_1,2
and3_2,2
o41ai_1,2
or3_1,2
==> logic make-up (layout without fill, tap and decap cells) <==
logic type	Yosys count	count (layout)	share of synthesized area, %
buf+inv	175	330	16.0
xor+xnor	42	42	8.48
compound gates	135	135	21.6
fa+ha+maj	112	112	44.3
simple gates	87	87	9.69
==> critical path, delay by kind of cell <==
family / cells / cell delay [ns]
buf+inv: 5 / 1.10
fa+ha+maj: 4 / 1.40
xor+xnor: 1 / 0.13
simple gates: 1 / 0.15
compound gates: 7 / 1.88
==> through the flow <==
stage / power [W] / utilization [%] / std cells
finish: 0.000407 / 73.1 / 811
global route: 0.000460 / 73.1 / 811
global placement: 0.000409 / 73.1 / 811
floorplan: 0.000232 / - / 551
CTS: 0.000412 / 73.1 / 811
detailed placement: 0.000409 / 73.1 / 811
==> report_power, final <==
| group | leakage [nW] | total [W] | internal (W) | switching [W] |
|---|---|---|---|---|
| Clock | 0 | 0 | 0 | 0 |
| Sequential | 0 | 0 | 0 | 0 |
| Combinational | 3.08 | 0.000407 | 0.000232 | 0.000175 |
| Total | 3.08 | 0.000407 | 0.000232 | 0.000175 |
==> cell usage in the layout (no fill, tap or decap), types with 7 or more instances in the layout <==
cell type        instances
a21o_1                  25
fa_1                    69
a31oi_1                  8
xnor2_1                 28
inv_1                  161
ha_1                    43
xor2_1                  14
nand2_1                 28
nor2_1                  23
o21ai_0                 15
a21o_2                   7
a21oi_1                 39
nand4_1                  9
clkdlybuf4s50_1        167
==> metal layers <==
layer | wire length (um) | GRT usage (%) | vias to the layer above
met5 | 0 | 0 | -
met4 | 17 | 1.14 | 0
met3 | 631 | 2.27 | 4
met2 | 4650 | 40.4 | 116
met1 | 4270 | 33.1 | 1848
li1 | - | - | 2065
Power figures rest on the tool's default switching activity, not on a simulated workload.
